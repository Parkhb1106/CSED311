File: ./design.v
module DataForwardingUnit (
    input is_ecall,
    input [31:0] ID_EX_rs1,
    input [31:0] ID_EX_rs2,
    input [31:0] EX_MEM_rd,
    input [31:0] MEM_WB_rd,
    input EX_MEM_reg_write,
    input MEM_WB_reg_write,
    output reg [1:0] Forwarding_rs1,
    output reg [1:0] Forwarding_rs2,
    output reg [1:0] Forwarding_ecall);      
    always@(*) begin
        Forwarding_rs1 = 0;
        Forwarding_rs2 = 0;
        Forwarding_ecall = 0;
        if(ID_EX_rs1 != 0) begin
            if ((ID_EX_rs1 == EX_MEM_rd) && EX_MEM_reg_write) begin
                Forwarding_rs1 = 1;
            end
            else if ((ID_EX_rs1 == MEM_WB_rd) && MEM_WB_reg_write) begin
                Forwarding_rs1 = 2;
            end
        end
        if(ID_EX_rs2 != 0) begin
            if ((ID_EX_rs2 == EX_MEM_rd) && EX_MEM_reg_write) begin
                Forwarding_rs2 = 1;
            end
            else if ((ID_EX_rs2 == MEM_WB_rd) && MEM_WB_reg_write) begin
                Forwarding_rs2 = 2;
            end
        end
        if(is_ecall) begin
            if ((17 == EX_MEM_rd) && EX_MEM_reg_write) begin
                Forwarding_ecall = 1;
            end
            else if ((17 == MEM_WB_rd) && MEM_WB_reg_write) begin
                Forwarding_ecall = 2;
            end
        end
    end
endmodule
File: ./run.sh
#!/bin/bash
# OpenROAD 26Q1-2900-gdf79404cd8, Yosys 0.63+post, stock flow scripts
make -C /OpenROAD-flow-scripts/flow DESIGN_CONFIG=/design/flow/config.mk WORK_HOME=/design/flow/orfs finish
File: ./config.mk
export PLATFORM = sky130hd
export DESIGN_NAME = DataForwardingUnit
export DESIGN_NICKNAME = DataForwardingUnit
export VERILOG_FILES = /design/flow/design.v
export SDC_FILE = /design/flow/constraint.sdc
export NUM_CORES = 4
export LEC_CHECK = 1
export CORE_UTILIZATION = 30
File: ./constraint.sdc
current_design DataForwardingUnit

set clk_period 3.2
set clk_io_pct 0.2

create_clock -name clk0 -period $clk_period

set non_clock_inputs [all_inputs -no_clocks]
set_input_delay [expr $clk_period * $clk_io_pct] -clock clk0 $non_clock_inputs
set_output_delay [expr $clk_period * $clk_io_pct] -clock clk0 [all_outputs]
==> results.txt <==
run results: GP Congestion between 1 and 1.5, Worst-Margin Slew between 0.4 and 0.5 ns, Hold Crit Class in -> out, PwrDens around 130 nW/um^2, DRC 0, Fmax achieved 0.311 GHz, Fin. Hold Viols 0, final total power between 0.5 and 0.6 mW, Chip Width a little under 80 um, most used logic cell in the final layout buf_4, adder share 0%, DR vias roughly 2700, crit path kind in -> out, grt peak-use layer met2, area occupied by registers 0 sq um, Rel. slew slack 69.1%, minimum clock period around 3.2 ns, peak supply drop 0.0770 mV, Pleak just under 2 nW, placed cells approximately 530, routed vias/inst about 5, Fillers roughly 430, Detailed Route WL 10400 um, GRT Resource Usage Total between 30% and 40%, met2 Resource Use GR a little over half, Top Layout Cells buf_4, xnor2_1, clkdlybuf4s50_1, dlymetal6s2s_1, dlygate4sd2_1, vias in the first global route about 2800, final instance area 4260 sq um, status finished, violations left, YS chip area ~1700 sq um, Post-synth area hogs xnor2_1, xor2_1, nor4_1, max cap viols 0, yosys cell count approximately 230, met3 usage 4.49%, antenna cells 0, Hold-fix buffers, CTS 0, WHS Endpoint Forwarding_ecall[1], Layout Cells excl Fill roughly 530, critical-path maximum fanout 2, Layout area overhead 145%, met1 GRT Util 47.7%, Setup TNS -0.0121 ns, hold depth 5, Critical path origin ID_EX_rs2[30], Top non-seq family XOR/XNOR gates, post-CTS setup buffer count 0, Synth area leader xnor2_1, PnR worst setup slack -0.0121 ns, row cnt 27, HPWL Detailed about 8900 um, crit path DAT between 2 and 3 ns, Boundary Pins between 100 and 150, pre-CTS WS -0.264 ns, period utilisation layout 100%, xor and xnor area share after synthesis between 60 and 70%, share of cells above drive strength 1 just over 30%, tool warnings 35, simple share 35.6%, Hold Path Origin MEM_WB_rd[12], Syn Inst Count 227, fin. max-slew vios 0, Final Setup Violations 1, Die Ht 78.2 um, first-pass GRT wire length 15000 um, Worst setup EP type primary output, Seq share, synth 0%, largest net degree at the start of global routing 4, Routed WL per cell 19.6 um, gr ovfl total 0, # clk buffers 0, and-or/or-and share of the synthesized area 0%, Mux area share 0%, Final ANT Viol Nets 0, Flops 0, Post-DP Area ~4000 sq um, Synth Warn # 1, die area a little over 6000 sq um, CP required between 2 and 3 ns, Initial DRC Count ~130, RSZ-0062 raised after global routing yes, Top cell area share between 40% and 50%, Core Region between 5000 and 6000 sq um, Mapped Avg Cell Area around 7.7 sq um, failing checks negative setup slack, port buffer count approximately 140, startpoint types primary input, Synth cell types 15, initial antenna violation count 0, drt pass-1 iters 4, floorplan core density 31.4%, Netlist Area Pre-Place between 1500 and 2000 sq um
-- worst max-delay path, stage by stage --
cell	delay [ns]
dlygate4sd2_1	0.25
xor2_1	0.16
nor4_1	0.30
buf_4	0.17
nand4_1	0.09
nor4_2	0.29
and3_4	0.22
clkdlybuf4s50_1	0.45
-- final cells by class --
class                           count  area, sq um  share of cell area, %
Multi-Input combinational cell    227         2050                   48.1
Timing Repair Buffer              230         2120                   49.8
Tap cell                           72         90.1                   2.11
-- worst max-delay path by stage --
stage / slack (ns) / endpoint
final: -0.01 / Forwarding_rs2[1]
after global routing: -0.1 / Forwarding_rs2[1]
after CTS: -0.001 / Forwarding_rs2[1]
-- cell usage after synthesis, drive strengths merged --
cell type	count
xnor2	85
xor2	43
nor4	41
nand4	27
nand3	8
nor2	7
nor4b	5
nor3	4
and3	3
and2	1
and4b	1
nand2	1
or3	1
-- routing by layer --
metal,vias to the layer above,share of wire [%]
met2,151,44
met1,1228,46
li1,1315,-
met4,0,3.4
met5,-,0
met3,22,7.0
-- stage by stage --
stage | util, % | hold slack, ns
finish | 77.0 | 1.96
global route | 77.0 | 2.01
CTS | 72.0 | 2.12
detailed placement | 70.5 | 2.22
global placement | 70.5 | 2.22
floorplan | - | 1.35
-- timing repair --
action / 4_1_cts / 5_1_grt
resized: 64 / 68
pin swaps: 26 / 29
setup endpoints to repair: 6 / 5
-- power breakdown --
part / internal (mW) / switching, mW / total [mW]
clock: 0 / 0 / 0
sequential: 0 / 0 / 0
combinational: 0.310 / 0.240 / 0.550
total: 0.310 / 0.240 / 0.550
-- cells by family (layout without fill, tap and decap cells) --
| logic type | after synthesis | count (layout) |
|---|---|---|
| XOR/XNOR | 128 | 128 |
| AND/OR/NAND/NOR | 99 | 99 |
| buffers and inverters | 0 | 230 |
Power figures rest on the tool's default switching activity, not on a simulated workload.
