==> flow/design.v <==
module mux_2x1 #(parameter data_width = 32) (input [data_width - 1 : 0] in_1,     
                                         input [data_width - 1 : 0] in_2,     
                                         input ctrl,                       
                                         output reg [data_width - 1 : 0] out  );  
    always @(*) begin
        if (ctrl) begin
            out = in_2;
        end
        else begin
            out = in_1;
        end
    end
endmodule
==> flow/run.sh <==
#!/bin/bash
# OpenROAD 26Q1-2900-gdf79404cd8, Yosys 0.63+post, stock flow scripts
make -C /OpenROAD-flow-scripts/flow DESIGN_CONFIG=/design/flow/config.mk WORK_HOME=/design/flow/orfs finish
==> flow/config.mk <==
export PLATFORM = sky130hd
export DESIGN_NAME = mux_2x1
export DESIGN_NICKNAME = mux_2x1
export VERILOG_FILES = /design/flow/design.v
export SDC_FILE = /design/flow/constraint.sdc
export NUM_CORES = 4
export LEC_CHECK = 1
export CORE_AREA = 10 10 70 70
export DIE_AREA = 0 0 80 80
==> flow/constraint.sdc <==
current_design mux_2x1

set clk_period 1.0
set clk_io_pct 0.2

create_clock -name clk0 -period $clk_period

set non_clock_inputs [all_inputs -no_clocks]
set_input_delay [expr $clk_period * $clk_io_pct] -clock clk0 $non_clock_inputs
set_output_delay [expr $clk_period * $clk_io_pct] -clock clk0 [all_outputs]
==> results.sh <==
# yosys + openroad results
export IMPL_max_cap_violations=0
export IMPL_finalSetupViolCount=32
export IMPL_final_hold_viol_count=0
export IMPL_peakVddDrop_v=0.000170
export IMPL_io_pins=97
export IMPL_row_count=21
export IMPL_layout_min_cycle_time_ps=1180
export IMPL_ys_cells=36
export IMPL_yosysWarningCount=1
export IMPL_fin_hold_ws_ps=693
export IMPL_regArea_um2=0
export IMPL_top_area_cell="mux2_4"
export IMPL_final_period_utilization_pct=118
export IMPL_fp_util_pct=15.9
export IMPL_fin_area_um2=1630
export IMPL_dp_cells=177
export IMPL_p_leak_uw=0.000906
export IMPL_ys_seq_share_pct=0
export IMPL_routedWlPerCell_um=14.7
export IMPL_worst_slew_pin_transition_ps=70.3
export IMPL_die_w_um=80
export IMPL_grt_overflow_total=0
export IMPL_die_y_um=80
export IMPL_ys_types=4
export IMPL_core_um2=3420
export IMPL_yosys_area_um2=544
export IMPL_hold_buffers=0
export IMPL_grt_pass1_wl_mm=3.97
export IMPL_drive_above_1_share_pct=55.2
export IMPL_die_area_um2=6400
export IMPL_vias=724
export IMPL_fin_cells=189
export IMPL_io_buffers=97
export IMPL_slowest_stage="mux2_4"
export IMPL_detail_route_iter0_violations=3
export IMPL_gp_congestion=0.778
export IMPL_via_per_inst=3.83
export IMPL_path_delay_family="buffers and inverters"
export IMPL_path_buffers=4
export IMPL_critPathMaxStageDelay_ps=290
export IMPL_crit_arrival_ps=980
export IMPL_antenna_found_initial=0
export IMPL_syn_inst=36
export IMPL_drc_errors=0
export IMPL_netlist_area_um2=544
export IMPL_area_leaders="mux2_4, buf_12, mux2_2"
export IMPL_synth_top_area_share_pct=82.8
export IMPL_grt_max_degree=9
export IMPL_crit_fanout=6
export IMPL_powerDensity_nw_per_um2=390
export IMPL_ant_nets=0
export IMPL_num_antenna_cells=0
export IMPL_syn2layout_area_growth_pct=199
export IMPL_postPlaceCellArea_um2=1540
export IMPL_slew_headroom_pct=95.3
export IMPL_grt_pass1_vias=761
export IMPL_start_kind="input port"
export IMPL_pre_cts_slack_ps=-499
export IMPL_rsz0062_at_grt="true"
export IMPL_fillCellCount=317
export IMPL_setup_ws_ps=-183
export IMPL_firstDrtPassIters=2
export IMPL_crit_chain="buf_12 > buf_12 > buf_12 > mux2_4 > buf_6"
export IMPL_warnings=34
export IMPL_status="finished, violations left"
export IMPL_crit_top_cell="buf_12"
export IMPL_seq_cells=0
export IMPL_wl_mm=2.78
export IMPL_grt_total_usage_pct=7.53
export IMPL_cp_end_kind="output port"
export IMPL_failed_checks="negative setup slack"
export IMPL_nClkBuffers=0
export IMPL_hold_path_class="input port to output port"
export IMPL_max_freq_mhz=845
export IMPL_critPathKind="input port to output port"
export IMPL_drv_slew=0
export IMPL_syn_area_per_cell_um2=15.1
export IMPL_critPathRequiredTime_ps=800
==> power breakdown <==
| group | switching [uW] | total (uW) | internal, uW |
|---|---|---|---|
| logic | 135 | 636 | 501 |
| registers | 0 | 0 | 0 |
| clock network | 0 | 0 | 0 |
| total | 135 | 636 | 501 |
==> cell type report <==
cell class	count	area, um^2	share of cell area, %
multi-input cells	32	480	29.5
well taps	46	57.6	3.53
repair buffers	111	1090	67.0
==> kinds of logic after synthesis <==
| kind of cell | share of synthesized area (%) |
|---|---|
| buffers and inverters | 13.1 |
| muxes | 86.9 |
==> stage by stage <==
stage | total power [uW] | setup TNS [ps] | util (%)
final | 636 | -4350 | 47.7
after global routing | 679 | -4810 | 47.7
after CTS | 627 | -4520 | 45.9
after detailed placement | 657 | -15310 | 45.0
after global placement | 654 | -15250 | 45.0
after floorplan | 206 | 0 | -
==> per-layer routing <==
metal	GRT usage (%)	part of all wire, %	vias up
li1	-	-	353
met1	8.97	42	320
met2	13.2	48	51
met3	2.84	10	0
met4	0	0	0
met5	0	0	-
==> what timing repair did <==
action | 4_1_cts | 5_1_grt
endpoints found under the setup margin | 32 | 32
setup buffers | 11 | 0
endpoints found under the hold margin | 0 | 0
gates cloned | 1 | 0
pin swaps | 0 | 0
resized | 157 | 15
==> cell usage in the layout (no fill, tap or decap) <==
master           netlist  routed
dlygate4sd2_1          0      37
mux2_4                30      32
buf_6                  1      21
clkdlybuf4s50_1        0      19
buf_2                  0      18
dlymetal6s2s_1         0       8
buf_12                 3       5
buf_16                 0       1
buf_8                  0       1
buf_4                  0       1
==> synthesized netlist by cell type <==
master / count
buf_12: 3
buf_6: 1
mux2_2: 2
mux2_4: 30
==> worst min-delay path: stages <==
cell	delay (ps)
dlymetal6s2s_1	80
mux2_4	130
buf_2	80
==> final timing paths <==
kind / from / end / cells past startpoint
hold / removal: in_1[21] / out[21] / 3
setup / recovery: ctrl / out[0] / 5
Power figures rest on the tool's default switching activity, not on a simulated workload.
