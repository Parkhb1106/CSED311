### /design/flow/run.sh
#!/bin/bash
# OpenROAD 26Q1-2900-gdf79404cd8, Yosys 0.63+post, stock flow scripts
make -C /OpenROAD-flow-scripts/flow DESIGN_CONFIG=/design/flow/config.mk WORK_HOME=/design/flow/orfs finish
### /design/flow/config.mk
export PLATFORM = sky130hd
export DESIGN_NAME = mux_4x1
export DESIGN_NICKNAME = mux_4x1
export VERILOG_FILES = /design/flow/design.v
export SDC_FILE = /design/flow/constraint.sdc
export NUM_CORES = 4
export LEC_CHECK = 1
export CORE_AREA = 10 10 96 96
export DIE_AREA = 0 0 106 106
### /design/flow/constraint.sdc
current_design mux_4x1

set clk_period 5.2
set clk_io_pct 0.2

create_clock -name clk0 -period $clk_period

set non_clock_inputs [all_inputs -no_clocks]
set_input_delay [expr $clk_period * $clk_io_pct] -clock clk0 $non_clock_inputs
set_output_delay [expr $clk_period * $clk_io_pct] -clock clk0 [all_outputs]
### /design/flow/design.v
module mux_4x1 #(parameter data_width = 32) (input [data_width - 1 : 0] in_1,     
                                         input [data_width - 1 : 0] in_2,     
                                         input [data_width - 1 : 0] in_3,    
                                         input [data_width - 1 : 0] in_4,    
                                         input [1:0] ctrl,                       
                                         output reg [data_width - 1 : 0] out  );  
    always @(*) begin
        if (ctrl == 2'b00) begin
            out = in_1;
        end
        else if (ctrl == 2'b01) begin
            out = in_2;
        end
        else if (ctrl == 2'b10) begin
            out = in_3;
        end
        else begin
            out = in_4;
        end
    end
endmodule
==> run summary <==
Flow results are below.

- The number of warning messages in the yosys log is 1, for reference.
- The post-cts hold-fix buffer tally is 0, for reference.
- The largest driver fanout on the critical path is 21, for reference.
- The combined area of all synthesized cells is 815 um2, for reference.
- The sequential cell count is 0, for reference.
- Across all layers, the routed design uses 1209 vias.
- The detail-routed net length per standard cell is 22.3 um, for reference.
- The critical path is of the input pin to output port type.
- The mean instance size in the synthesized netlist is 20.9 um2, for reference.
- Counting endpoints that fail hold in the final report gives 0.
- The total power after layout is 0.206 mW, for reference.
- The number of antenna violations at the first check in global routing came to 2.
- The final layout reports a setup TNS of 0 ps.
- The area growth from synthesis to layout is 206%, for reference.
- The reported max-cap violation count is 0, for reference.
- In this run the power density over the cells is 82.6 nW/um2.
- The flow ran to the end, and the final reports show no timing, DRC or antenna violations.
- The wire length recorded after detailed routing is 6.64 mm.
- Per the gpl log, the routability congestion estimate is 0.830.
- Static timing analysis puts the maximum clock frequency at 257 MHz.
- The static leakage power is 0.856 nW, for reference.
- Setup repair after global routing left no endpoint under its margin.
- The core box area is 7210 um2, for reference.
- In this run the tool buffered the top-level ports with 162 buffer cells.
- After synthesis, flip-flops and latches occupy 0% of the total area.
- In the final routing, the length of wire on met1 measures 2.77 mm.
- The violation tally recorded at the end of detailed-routing iteration 0 is 20.
- Fill cells in the final layout number 727.
- In this run the horizontal extent of the chip is 106 um.
- Setup violations remaining at the end of the flow were counted as 0.
- Per the repair_timing log after CTS, setup buffers inserted total 0.
- The number of different library cells in the post-synthesis netlist is 5, for reference.
- Signal routing reaches up to met4.
- The first-pass GRT wire length is 9.45 mm, for reference.
- The fraction of the core area occupied by cells at floorplan is 11.3%, for reference.
- Per the layout report, the design carries 0 clock buffers.
- The die covers 11200 um2.
- Entering global routing, the biggest net connects 33 pins.
- The wire length on met2 is 2.73 mm, for reference.
- The cell count after synthesis is 39, for reference.
- Checking max transition, the worst relative margin is 72.3%.
- Detailed routing placed a total of 1.02 mm of wire on met3.
- The tightest min-delay check is of the input pin to output port type.
- At the worst endpoint, the arrival time is 2850 ps.
- The overall routing resource usage is 11.2%, for reference.
- The half-perimeter wire length after detailed placement is 6.23 mm, for reference.
- In this run the tools logged warnings totalling 32.
- The floorplan has 31 rows.
- The iteration count of the initial detailed-routing pass is 4, for reference.
- The number of top-level design ports is 162, for reference.
- In the synthesis report, Yosys lists the chip area as 815 um2.
- Once the clock tree was built, the resizer swapped 0 gates to a different size.
- The area of all sequential standard cells is 0 um2, for reference.
- The number of global-route vias before repair is 1560, for reference.
- The fraction of final layout cells with drive strength greater than 1 is 16.8%, for reference.
- STA classifies the critical path startpoint as an input pin.
- Nets still carrying antenna violations after routing amount to 0.
- The mean number of vias per cell is 4.07, for reference.
- Counting I/O delays and the setup requirement, the final critical path takes 3890 ps.
- TritonRoute reported its final design rule violation total as 0.
- The critical path data required time is 4160 ps, for reference.
- The transition time at the pin with the least slew margin is 415 ps, for reference.
- The die is 106 um tall.
- The largest voltage drop on the vdd net is 0.0353 mV, for reference.
- The yosys stat cell total is 39, for reference.
- The count of pins over their slew limit is 0, for reference.
- The worst setup path is captured at an output port.
- Of the available clock period, the critical path in the final layout requires 74.8%.
- The remaining global-route overflow is 0, for reference.
==> through the flow <==
stage                     hold slack (ps)  cells  cell area, um2  util, %  setup WS (ps)
after floorplan                      2170     39             815        -           2400
after global placement               3180    295            2480     34.4           1250
after detailed placement             3180    295            2480     34.4           1250
after CTS                            3190    295            2480     34.4           1250
after global routing                 3220    295            2480     34.4           1110
final                                3160    297            2490     34.5           1310
==> critical path, cell delays in order <==
cell and delay [ps]:
sky130_fd_sc_hd__buf_2 350, sky130_fd_sc_hd__buf_4 430, sky130_fd_sc_hd__mux4_1 590, sky130_fd_sc_hd__clkdlybuf4s50_1 420
==> routing by layer <==
| layer | GRT usage, % | vias to the layer above |
|---|---|---|
| met5 | 0 | - |
| met4 | 1.84 | 0 |
| met3 | 6.91 | 6 |
| met2 | 16.6 | 132 |
| met1 | 13.9 | 546 |
| li1 | - | 525 |
==> where the power goes <==
part	switching (mW)	internal, mW
sequential	0	0
clock	0	0.0000000515
combinational	0.0418	0.164
total	0.0418	0.164
==> worst paths after layout <==
path | start | end | slack (ps) | cells after the start
setup / recovery | ctrl[0] | out[31] | 1310 | 4
hold / removal | ctrl[0] | out[2] | 3160 | 3
==> layout make-up <==
cell class | instances | area [um2] | area share, %
antenna | 2 | 5.00 | 0.201
multi-input combinational | 32 | 728 | 29.3
tap | 99 | 124 | 4.98
timing repair buffer | 164 | 1630 | 65.6
==> cell families after synthesis <==
kind of cell           count (synthesis)  share of synthesized area, %
muxes                                 32                          89.4
buffers and inverters                  7                          10.6
==> cells in the mapped netlist, drive strengths merged <==
library cell	n	area [um2]
buf	7	86.3
mux4	32	728
==> cell usage in the layout, fill, tap and decap left out <==
master                            count
sky130_fd_sc_hd__buf_2                1
sky130_fd_sc_hd__buf_4                2
sky130_fd_sc_hd__clkdlybuf4s50_1    161
sky130_fd_sc_hd__diode_2              2
sky130_fd_sc_hd__mux4_1               2
sky130_fd_sc_hd__mux4_2              30
Power and IR drop assume default switching activity.
