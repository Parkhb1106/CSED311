$ cat ./design.v
module ControlUnit (
        input reset,
        input clk,
        input [6:0] opcode,   
        input alu_bcond,
        output reg pc_write_cond,
        output reg pc_write,
        output reg i_or_d,
        output reg mem_read,
        output reg mem_write,
        output reg mem_to_reg,
        output reg ir_write,
        output reg pc_source,
        output reg [1:0] alu_op,
        output reg alu_srcA,
        output reg [1:0] alu_srcB,
        output reg reg_write,
        output reg is_ecall
        );
    reg [2:0] state;
    reg [2:0] next_state;
    always@(posedge clk) begin
        if (reset) begin
            state <= 3'b000;
        end
        else begin
            state <= next_state;
        end
    end
    always@(*) begin
        case (state)
            3'b000: begin
                next_state = 3'b001;
            end
            3'b001: begin
                if (opcode == 7'b1110011) begin
                    next_state = 3'b000;
                end
                else if (opcode == 7'b1100111 || opcode == 7'b1101111) begin
                    next_state = 3'b101;
                end
                else begin
                    next_state = 3'b010;
                end
            end
            3'b010: begin
                if (opcode == 7'b1100011) begin  
                    next_state = 3'b011;
                end
                else if (opcode == 7'b0000011 || opcode == 7'b0100011) begin  
                    next_state = 3'b100;
                end
                else if (opcode == 7'b0110011 || opcode == 7'b0010011) begin  
                    next_state = 3'b101;
                end
                else begin
                    next_state = 3'b000;
                end
            end
            3'b011:
                next_state = 3'b000;
            3'b100: begin
                if (opcode == 7'b0000011) begin
                    next_state = 3'b101;
                end
                else begin  
                    next_state = 3'b000;
                end
            end
            3'b101: begin
                if (opcode == 7'b1100111 || opcode == 7'b1101111) begin  
                    next_state = 3'b000;
                end
                else begin
                    next_state = 3'b000;
                end
            end
            default: 
                next_state = 3'b000;
        endcase
    end
    always @(*) begin
        mem_read=0; 
        mem_to_reg=0; 
        mem_write=0;
        pc_source=0; 
        pc_write =0; 
        pc_write_cond=0;
        alu_srcA=0; 
        alu_srcB=0; 
        alu_op = 2'b11;
        i_or_d=0; 
        ir_write=0; 
        reg_write=0; 
        is_ecall=0; 
        case (state)    
            3'b000: begin
                mem_read=1;
                ir_write=1;
                alu_op = 2'b00;
            end
            3'b001: begin
                alu_srcA=0;   alu_srcB=1;
                alu_op = 2'b01;
                if(opcode==7'b1110011) begin
                    alu_srcA = 0; alu_srcB = 1;
                    alu_op = 2'b01;
                    pc_source = 0;
                    pc_write = 1;
                end
            end
            3'b010: begin
                case (opcode)
                    7'b0110011: begin
                        alu_srcA=1;   alu_srcB=0;
                        alu_op = 2'b11;
                    end
                    7'b0010011: begin
                        alu_srcA=1;   alu_srcB=2;
                        alu_op = 2'b11;
                    end
                    7'b0000011, 7'b0100011: begin
                        alu_srcA=1;   alu_srcB=2;
                        alu_op = 2'b01;
                    end
                    7'b1100011: begin
                        alu_srcA=1;   alu_srcB=0;
                        alu_op = 2'b10;
                    end
                    default: begin
                        alu_op = 2'b00;
                    end
                endcase
            end
            3'b011: begin
                if(opcode==7'b1100011) begin
                    alu_srcA=0;   alu_srcB=2;
                    if(alu_bcond==0) begin
                        alu_srcB=1;
                    end
                    alu_op = 2'b01;
                    pc_source=0;
                    pc_write=1;
                    pc_write_cond=1;
                end
            end
            3'b100: begin
                i_or_d=1;
                if(opcode==7'b0000011) begin
                    mem_read=1;
                end
                if(opcode==7'b0100011) begin
                    mem_write=1;
                    alu_srcA = 0; alu_srcB = 1;
                    alu_op = 2'b01;
                    pc_source = 0;
                    pc_write = 1;
                end
            end
            3'b101: begin
                case (opcode)
                    7'b0110011,7'b0010011: begin
                        reg_write = 1;
                        mem_to_reg = 0;
                        alu_srcA = 0; alu_srcB = 1;
                        alu_op = 2'b01;
                        pc_source = 0;
                        pc_write = 1;
                    end
                    7'b0000011: begin
                        reg_write = 1;
                        mem_to_reg = 1;
                        alu_srcA = 0; alu_srcB = 1;
                        alu_op = 2'b01;
                        pc_source = 0;
                        pc_write = 1;
                    end
                    7'b1101111: begin 
                        reg_write = 1;
                        mem_to_reg = 0;
                        alu_srcA=0;   alu_srcB=2;
                        alu_op = 2'b01;
                        pc_source=0;
                        pc_write=1;
                    end
                    7'b1100111: begin
                        reg_write = 1;
                        mem_to_reg = 0;
                        alu_srcA=1;   alu_srcB=2;
                        alu_op = 2'b01;
                        pc_source=0;
                        pc_write=1;
                    end
                    default: begin
                        alu_srcA=0;   alu_srcB=0;
                    end
                endcase
            end
            default: begin
                alu_srcA=0;   alu_srcB=0;
            end
        endcase
        is_ecall = (opcode == 7'b1110011);    
    end
endmodule
$ cat ./run.sh
#!/bin/bash
# OpenROAD 26Q1-2900-gdf79404cd8, Yosys 0.63+post, stock flow scripts
make -C /OpenROAD-flow-scripts/flow DESIGN_CONFIG=/design/flow/config.mk WORK_HOME=/design/flow/orfs finish
$ cat ./config.mk
export PLATFORM = sky130hd
export DESIGN_NAME = ControlUnit
export DESIGN_NICKNAME = ControlUnit
export VERILOG_FILES = /design/flow/design.v
export SDC_FILE = /design/flow/constraint.sdc
export NUM_CORES = 4
export LEC_CHECK = 1
export CORE_AREA = 10 10 78 78
export DIE_AREA = 0 0 88 88
$ cat ./constraint.sdc
current_design ControlUnit

set clk_period 2.5
set clk_io_pct 0.2

create_clock -name clk0 -period $clk_period [get_ports {clk}]

set non_clock_inputs [all_inputs -no_clocks]
set_input_delay [expr $clk_period * $clk_io_pct] -clock clk0 $non_clock_inputs
set_output_delay [expr $clk_period * $clk_io_pct] -clock clk0 [all_outputs]
==> Changelog: implementation <==
## Implementation

* Via count at 667
* H-tree depth at 1
* Complex Gates by Area at 0.222
* Initial antenna violation count at 0
* Number of fillers in the final layout at 461
* Synth Area in Simple Gates at 0.437
* Area growth syn-to-layout at 99.5%
* Synth Cell Area at 495 sq um
* Largest net degree at the start of global routing at 11
* Comb area leader: simple AND/OR/NAND/NOR gates
* Core Area at 0.00441 sq mm
* Chip Area, Yosys at 495 sq um
* Max cap viols at 0
* Yosys cell count at 65
* Slowest CP cell: clkdlybuf4s50_1
* Hold Fails Final Rpt at 0
* Fp_density at 0.112
* Max reg flops at 6
* First-pass GRT wire length at 3.44 mm
* Crit start category: input pin
* Final setup viols at 0
* Chip Area at 0.00774 sq mm
* Reg clk slew, reported paths at 0.03 ns
* Leakage Power at 0.438 nW
* Total track usage at 0.0539
* Area after DPL at 902 sq um
* Crit end category: output port
* WP data required at 2.00 ns
* Tool warning count at 25
* Largest stage delay, worst path at 0.47 ns
* Pwr dens at 314 mW/mm^2
* TritonRoute pass-1 iters at 4
* Worst vdd ir at 136 uV
* Setup Skew at 0.000543 ns
* Top cells by area: dfxtp_1, nand2_1, nand4bb_4, nor2_1, nand4_1
* Clk sink count at 6
* RSZ-0062 raised after global routing: no
* Die height at 88 um
* Row cnt at 24
* Cts bufs inserted at 3
* XOR Share, Synth at 0
* Crit-path cells: dlygate4sd2_1 -> and4bb_2 -> nand4_1 -> inv_1 -> buf_4 -> clkdlybuf4s50_1
* Synth Instances at 65
* Setup tns final at 0 ns
* #FFs+latches synth at 6
* Area leader share at 0.242
* Wire per inst at 12.3 um
* Crit-path max FO at 3
* CTS tree: yes
* Final RePlAce weighted congestion at 0.866
* Status: finished clean
* Via count of the first global-routing pass at 677
* Antenna Violating Nets Remaining at 0
* Worst path bufs/invs at 4
* IO buf count at 23
* Design Area, Final at 988 sq um
* Worst path top cell family by delay: buffers and inverters
* DRC viols at 0
* Clock buffer depth at 2
* Layout cells sized above 1 at 0.333
* ANT cells at 0
* Total wire length at 2.01 mm
* Clock latency (worst-skew pair) at 0.22 ns
* Total global routing overflow at 0
* Adder Area Share at 0
* Largest area contributor in the netlist: dfxtp_1
* Top flop regs: state: 6 flops
* Yosys warnings at 1
* DRC violation total after the first TritonRoute iteration at 73
* Fmax at 0.406 GHz
* Worst hold slack at 0.495 ns
* Ports at 25
* CP Class: in2out
* Slew Viols, Final at 0
* Vias per inst at 4.09
* Die Wd at 88 um
* Mux share at 0.0202
* DP HPWL at 1.68 mm
* Synth Area per Inst at 7.62 sq um
* WP data arrival at 1.96 ns
* Fin crit period at 2.46 ns
* Fin crit share at 0.985
* Distinct cells, synth at 32
* Min-Delay Path Class: reg2reg
* Post-synth seq share at 0.242
* Top reg by flops: state
* Clock root cell: clkbuf_8
* Hold-fix buffers, CTS at 0
repair_timing:
item	in CTS	in global routing
endpoints found under the setup margin	12	3
buffers inserted	4	1
pin swaps	10	1
gates resized	15	12
final timing paths:
kind,start,endpoint,slack [ns],depth (start not counted)
hold reg to reg,state[0],state[3],0.49,1
hold / removal,state[0],state[3],0.49,1
setup / recovery,opcode[3],pc_write_cond,0.04,6
setup reg to reg,state[2],state[1],1.50,4
per-layer routing:
layer	global-route usage	part of all wire	vias to the layer above
met5	0	0	-
met4	0.00725	0.016	0
met2	0.0880	0.48	30
met1	0.0632	0.37	304
met3	0.0281	0.13	2
li1	-	-	331
kinds of logic (layout without fill, tap and decap cells):
group,after synthesis,after routing
other,1,1
muxes,1,1
and+or+nand+nor,36,36
DFF,6,6
AOI/OAI and AO/OA,15,15
buffers and inverters,6,52
cells in the mapped netlist, drive strengths merged:
library cell,number
a211o,2
a21oi,2
o21ai,2
nand2b,2
nand4,3
and3,1
o2111ai,1
o211ai,1
inv,3
dfxtp,6
conb,1
and2,1
nand3,2
o22ai,1
o32a,1
buf,3
and4bb,1
nor2,6
a22oi,1
nand4bb,1
nand2,9
mux2i,1
o31a,1
nor2b,2
nor3,3
a21o,2
nor3b,1
a22o,1
and2b,1
nor4,3
per-stage QoR:
stage               std cells  power [mW]  utilization  setup slack [ns]
finish                    163       0.310        0.224            0.0384
global route              163       0.331        0.224           0.00121
CTS                       162       0.315        0.220            0.0126
detailed placement        155       0.177        0.204            -0.333
global placement          155       0.177        0.204            -0.335
floorplan                  65       0.130            -             0.627
power by group:
group | leakage [nW] | internal [mW] | switching [mW]
sequential | 0.0492 | 0.0996 | 0.00363
clock | 0.0216 | 0.103 | 0.0365
combinational | 0.368 | 0.0394 | 0.0283
total | 0.438 | 0.242 | 0.0684
cell usage in the layout, fill, tap and decap left out, types with 2 or more instances in the layout:
cell	count
nor2b_1	2
a211o_1	2
clkdlybuf4s50_1	11
nor2_1	5
a21o_1	2
nand4_1	3
dlygate4sd2_1	7
o21ai_1	2
nor4_1	3
nand2b_1	2
dfxtp_1	6
nor3_1	2
nand3_1	2
nand2_1	7
a21oi_1	2
buf_4	22
inv_1	3
clkbuf_2	3
nand2_2	2
clkbuf_8	3
area by class of cell:
class,count,area [sq um],area share
Clock buffer,3,41.3,0.0418
Inverter,3,11.3,0.0114
Multi-Input combinational cell,53,365,0.370
Sequential cell,6,120,0.122
Tap cell,52,65.1,0.0658
Timing Repair Buffer,46,385,0.390
Power and IR drop assume default switching activity.
