==> flow/constraint.sdc <==
current_design HazardDetectionUnit

set clk_period 2.3
set clk_io_pct 0.2

create_clock -name clk0 -period $clk_period

set non_clock_inputs [all_inputs -no_clocks]
set_input_delay [expr $clk_period * $clk_io_pct] -clock clk0 $non_clock_inputs
set_output_delay [expr $clk_period * $clk_io_pct] -clock clk0 [all_outputs]
==> flow/run.sh <==
#!/bin/bash
# OpenROAD 26Q1-2900-gdf79404cd8, Yosys 0.63+post, stock flow scripts
make -C /OpenROAD-flow-scripts/flow DESIGN_CONFIG=/design/flow/config.mk WORK_HOME=/design/flow/orfs finish
==> flow/config.mk <==
export PLATFORM = sky130hd
export DESIGN_NAME = HazardDetectionUnit
export DESIGN_NICKNAME = HazardDetectionUnit
export VERILOG_FILES = /design/flow/design.v
export SDC_FILE = /design/flow/constraint.sdc
export NUM_CORES = 4
export LEC_CHECK = 1
export CORE_AREA = 10 10 97 97
export DIE_AREA = 0 0 107 107
==> flow/design.v <==
module HazardDetectionUnit (
    input [6:0] opcode ,   
    input [31:0] rs1,
    input [31:0] rs2,
    input [31:0] ID_EX_rd,
    input [31:0] EX_MEM_rd,
    input ID_EX_mem_read,
    input EX_MEM_mem_read,
    input ID_EX_reg_write,
    output reg pc_write,         
    output reg IF_ID_write,
    output reg is_stall);      
    always@(*) begin
        is_stall = 0;
        if(opcode == 7'b1110011) begin
            if (17 == ID_EX_rd && ID_EX_reg_write) begin
                is_stall = 1;
            end
            if (17 == EX_MEM_rd && EX_MEM_mem_read) begin
                is_stall = 1;
            end
        end
        else if(ID_EX_mem_read) begin
            if (rs1 == ID_EX_rd && (opcode == 7'b0110011 || opcode == 7'b0010011 || opcode == 7'b0000011 || opcode == 7'b0100011 || opcode == 7'b1100111 || opcode == 7'b1100011)) begin
                is_stall = 1;
            end
            if (rs2 == ID_EX_rd && (opcode == 7'b0110011 || opcode == 7'b0100011 || opcode == 7'b1100011)) begin
                is_stall = 1;
            end
        end
        pc_write = !is_stall;
        IF_ID_write = !is_stall;
    end
endmodule
==> flow.log <==
[report] implementation figures
INFO  metric worst_slack = 0.0360 ns
INFO  metric antenna_violating_nets_post_route = 0
INFO  metric grt_setup_unrepaired = yes
INFO  metric synth_area = 972 µm²
INFO  metric required = ~1.8 ns
INFO  metric cp_max_fo = 2
INFO  metric layoutNonFillerInstCount = 401
INFO  metric place.port_buffers = 141
INFO  metric post_place_setup_slack = -0.806 ns
INFO  metric vias_per_cell = 4.04
INFO  metric final_setup_violation_count = 0
INFO  metric leakage_power_summed_over_all_cells = 1.31 nW
INFO  metric seqCellArea = 0 µm²
INFO  metric crit_arrival = 1.80 ns
INFO  metric power_switching_share = 0.387
INFO  metric final_layout_size_suffix_gt1_frac = 0.443
INFO  metric yosys_cells = 123
INFO  metric tightestPinTransition = 0.257 ns
INFO  metric slowest_stage = or3b_4
INFO  metric endpoint_kind = output pin
INFO  metric detailedRoute.firstIterationViolations = 23
INFO  metric worst_slew_margin_relative_to_its_limit = 0.827
INFO  metric clock_power_share = 0
INFO  metric dpl-instance-area = approximately 2800 µm²
INFO  metric timing.final.crit_period = 2.26 ns
INFO  metric floorplan.die.width = 107 µm
INFO  metric power_frac_comb = 1.000
INFO  metric sequence_of_cells_on_the_critical_path = dlygate4sd2_1, inv_1, or3b_4, nor4_4, nand4_1, o311a_1, buf_2
INFO  metric tool_warnings = 33
INFO  metric placeableCoreArea = approximately 7300 µm²
INFO  metric num_io_pins = 141
INFO  metric synth_top_cell_by_count = xnor2_1
INFO  metric syn_inst = 123
INFO  metric grt_max_degree = 5
INFO  metric design.seq.count = 0
INFO  metric gp_congestion = 0.842
INFO  metric drt-wirelength-per-cell = 17.4 µm
INFO  metric yosysTopAreaCell = xnor2_1
INFO  metric postLayoutCellArea = just under 3000 µm²
INFO  metric internal_power = 0.000282 W
INFO  metric hpwl = 6450 µm
INFO  metric grt_pass1_wl = 10,300 µm
INFO  metric final.fill_count = ~750
INFO  metric grt_remaining_overflow = 0
INFO  metric area_growth = 201%
INFO  metric area_leaders = xnor2_1, nand4_1, nor4_1
INFO  metric outcome = complete, no violations
INFO  metric timing_hold_violations_final = 0
INFO  metric grt_antenna_before_repair = 2
INFO  metric power_switching = 0.000178 W
INFO  metric worstPathBufferInverterCount = 3
INFO  metric drcViolationCount = 0
INFO  metric syn_avg_cell_area = a little under 8 µm²
INFO  metric fp_util = 0.133
INFO  metric global_route_usage_over_all_layers = 0.116
INFO  metric timing.final.max_slew_violations = 0
INFO  metric maxClockFrequency = 442 MHz
INFO  metric crit_type = input pin to output pin
INFO  metric yosys_warnings = 1
INFO  metric number_of_global_route_vias_before_repair = 1,851
INFO  metric place_inst = 399
INFO  metric drt_wl_total = between 6000 and 7000 µm
INFO  metric synth_largest_type_area_fraction = 0.486
INFO  metric final.period_utilization = 0.984
INFO  metric hp-class = input pin to output pin
INFO  metric most_used_standard_cells_in_the_synthesized_netlist = xnor2_1, nand4_1, nor4_1
INFO  metric yosys_area = 972 µm²
INFO  metric start_kind = input pin
INFO  metric setup_tns = 0 ns
INFO  metric die_h = 107 µm
INFO  metric sequentialPowerShare = 0
INFO  metric total_via_count_after_detailed_routing = 1,620
INFO  metric cts_hold_buffers = 0
INFO  metric synth.yosys.seq_area_share = 0
INFO  metric maxCapViolations = 0
INFO  metric peakVddDrop = about 61 µV
INFO  metric cellPowerDensity = 157 nW/µm²
INFO  metric chipArea = 11,400 µm²
INFO  metric critical_path.top_delay_family = simple AND/OR/NAND/NOR gates
INFO  metric drt_pass1_iterations = 4
INFO  metric clkbuf_count = 0
INFO  metric cp_slowest_stage_delay = 0.41 ns
INFO  metric rows = 31
INFO  metric synth_cell_types = 23
-- stage by stage --
stage	power, W	util	hold slack, ns
finish	0.000460	0.401	1.53
global route	0.000494	0.401	1.59
CTS	0.000457	0.403	1.54
detailed placement	0.000464	0.381	2.16
global placement	0.000464	0.381	2.16
floorplan	0.000120	-	1.06
-- final timing paths --
check             cells past startpoint  slack [ns]       end            from
setup / recovery                      7        0.04  pc_write  ID_EX_mem_read
hold / removal                        7        1.53  is_stall       opcode[2]
-- metal layers --
layer / global-route usage / vias to the layer above / share of wire
met3: 0.0303 / 2 / 0.067
met5: 0 / - / 0
met2: 0.202 / 65 / 0.49
met1: 0.146 / 727 / 0.44
li1: - / 826 / -
met4: 0.00484 / 0 / 0.0044
-- kinds of logic after synthesis --
group | synth area share
xor+xnor | 0.577
buf+inv | 0.0154
compound gates | 0.0386
simple gates | 0.369
-- cell type report --
class	instances	area [µm²]	area share
multi-input combinational	120	1330	0.454
timing repair buffer	178	1460	0.499
tap	99	124	0.0423
inverter	2	7.51	0.00257
antenna	2	5.00	0.00171
-- power groups by stage --
stage,Clock (W),Combinational [W],Sequential [W]
global route,0.000000000116,0.000494,0
CTS,0,0.000457,0
finish,0.000000000116,0.000460,0
-- layout by cell type, fill, tap and decap left out, types with 5 or more instances in the layout --
| master | netlist | layout |
|---|---|---|
| buf_4 | 1 | 27 |
| nand4_1 | 18 | 18 |
| xnor2_2 | 0 | 21 |
| nor4_2 | 0 | 11 |
| clkdlybuf4s15_1 | 0 | 18 |
| buf_2 | 0 | 21 |
| dlymetal6s2s_1 | 0 | 5 |
| xor2_1 | 10 | 10 |
| xnor2_1 | 54 | 32 |
| dlygate4sd2_1 | 0 | 68 |
| buf_6 | 0 | 12 |
| clkbuf_2 | 0 | 19 |
-- what timing repair did --
action	CTS	global route
gates resized	269	68
setup buffers	2	1
cloned	0	0
pin swaps	81	44
setup endpoints to repair	3	3
Power figures rest on the tool's default switching activity, not on a simulated workload.
